[flow/config.mk]
export PLATFORM = sky130hd
export DESIGN_NAME = FemtoRV32
export DESIGN_NICKNAME = FemtoRV32
export VERILOG_FILES = /design/flow/design.v
export SDC_FILE = /design/flow/constraint.sdc
export NUM_CORES = 4
export LEC_CHECK = 1
export CORE_UTILIZATION = 30
[flow/constraint.sdc]
current_design FemtoRV32

set clk_period 12.6
set clk_io_pct 0.2

create_clock -name clk0 -period $clk_period [get_ports {clk}]

set non_clock_inputs [all_inputs -no_clocks]
set_input_delay [expr $clk_period * $clk_io_pct] -clock clk0 $non_clock_inputs
set_output_delay [expr $clk_period * $clk_io_pct] -clock clk0 [all_outputs]
[flow/design.v]
module FemtoRV32(
   input  wire        clk,
   output wire [31:0] mem_addr,   
   output wire [31:0] mem_wdata,  
   output wire [3:0]  mem_wmask,  
   input  wire [31:0] mem_rdata,  
   output wire        mem_rstrb,  
   input  wire        mem_rbusy,  
   input  wire        mem_wbusy,  
   input  wire        reset       
);
   parameter RESET_ADDR       = 32'h00000000;
   parameter ADDR_WIDTH       = 24;
 wire [4:0] rdId = instr[11:7];
 (* onehot *)
 wire [7:0] funct3Is = 8'b00000001 << instr[14:12];
 wire [31:0] Uimm = {    instr[31],   instr[30:12], {12{1'b0}}};
 wire [31:0] Iimm = {{21{instr[31]}}, instr[30:20]};
 wire [31:0] Simm = {{21{instr[31]}}, instr[30:25],instr[11:7]};
 wire [31:0] Bimm = {{20{instr[31]}}, instr[7],instr[30:25],instr[11:8],1'b0};
 wire [31:0] Jimm = {{12{instr[31]}}, instr[19:12],instr[20],instr[30:21],1'b0};
   wire isLoad    =  (instr[6:2] == 5'b00000);  
   wire isALUimm  =  (instr[6:2] == 5'b00100);  
   wire isAUIPC   =  (instr[6:2] == 5'b00101);  
   wire isStore   =  (instr[6:2] == 5'b01000);  
   wire isALUreg  =  (instr[6:2] == 5'b01100);  
   wire isLUI     =  (instr[6:2] == 5'b01101);  
   wire isBranch  =  (instr[6:2] == 5'b11000);  
   wire isJALR    =  (instr[6:2] == 5'b11001);  
   wire isJAL     =  (instr[6:2] == 5'b11011);  
   wire isSYSTEM  =  (instr[6:2] == 5'b11100);  
   wire isALU = isALUimm | isALUreg;
   reg [31:0] rs1;
   reg [31:0] rs2;
   (* ram_style = "logic" *)
   reg [31:0] registerFile [31:0];
   always @(posedge clk) begin
     if (writeBack)
       if (rdId != 0)
         registerFile[rdId] <= writeBackData;
   end
   wire [31:0] aluIn1 = rs1;
   wire [31:0] aluIn2 = isALUreg | isBranch ? rs2 : Iimm;
   reg  [31:0] aluReg;        
   reg  [4:0]  aluShamt;      
   wire aluBusy = |aluShamt;  
   wire aluWr;                
   wire [31:0] aluPlus = aluIn1 + aluIn2;
   wire [32:0] aluMinus = {1'b1, ~aluIn2} + {1'b0,aluIn1} + 33'b1;
   wire        LT  = (aluIn1[31] ^ aluIn2[31]) ? aluIn1[31] : aluMinus[32];
   wire        LTU = aluMinus[32];
   wire        EQ  = (aluMinus[31:0] == 0);
   wire [31:0] aluOut =
     (funct3Is[0]  ? instr[30] & instr[5] ? aluMinus[31:0] : aluPlus : 32'b0) |
     (funct3Is[2]  ? {31'b0, LT}                                     : 32'b0) |
     (funct3Is[3]  ? {31'b0, LTU}                                    : 32'b0) |
     (funct3Is[4]  ? aluIn1 ^ aluIn2                                 : 32'b0) |
     (funct3Is[6]  ? aluIn1 | aluIn2                                 : 32'b0) |
     (funct3Is[7]  ? aluIn1 & aluIn2                                 : 32'b0) |
     (funct3IsShift ? aluReg                                         : 32'b0) ;
   wire funct3IsShift = funct3Is[1] | funct3Is[5];
   always @(posedge clk) begin
      if(aluWr) begin
         if (funct3IsShift) begin   
            aluReg <= aluIn1;
            aluShamt <= aluIn2[4:0];
         end
      end
      if (|aluShamt) begin
         aluShamt <= aluShamt - 1;
         aluReg <= funct3Is[1] ? aluReg << 1 :               
                   {instr[30] & aluReg[31], aluReg[31:1]};   
      end
   end
   wire predicate =
        funct3Is[0] &  EQ  |  
        funct3Is[1] & !EQ  |  
        funct3Is[4] &  LT  |  
        funct3Is[5] & !LT  |  
        funct3Is[6] &  LTU |  
        funct3Is[7] & !LTU ;  
   reg  [ADDR_WIDTH-1:0] PC;  
   reg  [31:2] instr;         
   wire [ADDR_WIDTH-1:0] PCplus4 = PC + 4;
   wire [ADDR_WIDTH-1:0] PCplusImm = PC + ( instr[3] ? Jimm[ADDR_WIDTH-1:0] :
                                            instr[4] ? Uimm[ADDR_WIDTH-1:0] :
                                                       Bimm[ADDR_WIDTH-1:0] );
   wire [ADDR_WIDTH-1:0] loadstore_addr = rs1[ADDR_WIDTH-1:0] +
                   (instr[5] ? Simm[ADDR_WIDTH-1:0] : Iimm[ADDR_WIDTH-1:0]);
   assign mem_addr = state[WAIT_INSTR_bit] | state[FETCH_INSTR_bit] ?
                     PC : loadstore_addr ;
   wire [31:0] writeBackData  =
      (isSYSTEM            ? cycles     : 32'b0) |   
      (isLUI               ? Uimm       : 32'b0) |   
      (isALU               ? aluOut     : 32'b0) |   
      (isAUIPC             ? PCplusImm  : 32'b0) |   
      (isJALR   | isJAL    ? PCplus4    : 32'b0) |   
      (isLoad              ? LOAD_data  : 32'b0) ;   
   wire mem_byteAccess     = instr[13:12] == 2'b00;  
   wire mem_halfwordAccess = instr[13:12] == 2'b01;  
   wire LOAD_sign =
        !instr[14] & (mem_byteAccess ? LOAD_byte[7] : LOAD_halfword[15]);
   wire [31:0] LOAD_data =
         mem_byteAccess ? {{24{LOAD_sign}},     LOAD_byte} :
     mem_halfwordAccess ? {{16{LOAD_sign}}, LOAD_halfword} :
                          mem_rdata ;
   wire [15:0] LOAD_halfword =
               loadstore_addr[1] ? mem_rdata[31:16] : mem_rdata[15:0];
   wire  [7:0] LOAD_byte =
               loadstore_addr[0] ? LOAD_halfword[15:8] : LOAD_halfword[7:0];
   assign mem_wdata[ 7: 0] = rs2[7:0];
   assign mem_wdata[15: 8] = loadstore_addr[0] ? rs2[7:0]  : rs2[15: 8];
   assign mem_wdata[23:16] = loadstore_addr[1] ? rs2[7:0]  : rs2[23:16];
   assign mem_wdata[31:24] = loadstore_addr[0] ? rs2[7:0]  :
                             loadstore_addr[1] ? rs2[15:8] : rs2[31:24];
   wire [3:0] STORE_wmask =
              mem_byteAccess      ?
                    (loadstore_addr[1] ?
                          (loadstore_addr[0] ? 4'b1000 : 4'b0100) :
                          (loadstore_addr[0] ? 4'b0010 : 4'b0001)
                    ) :
              mem_halfwordAccess ?
                    (loadstore_addr[1] ? 4'b1100 : 4'b0011) :
              4'b1111;
   localparam FETCH_INSTR_bit     = 0;
   localparam WAIT_INSTR_bit      = 1;
   localparam EXECUTE_bit         = 2;
   localparam WAIT_ALU_OR_MEM_bit = 3;
   localparam NB_STATES           = 4;
   localparam FETCH_INSTR     = 1 << FETCH_INSTR_bit;
   localparam WAIT_INSTR      = 1 << WAIT_INSTR_bit;
   localparam EXECUTE         = 1 << EXECUTE_bit;
   localparam WAIT_ALU_OR_MEM = 1 << WAIT_ALU_OR_MEM_bit;
   (* onehot *)
   reg [NB_STATES-1:0] state;
   wire writeBack = ~(isBranch | isStore ) &
                    (state[EXECUTE_bit] | state[WAIT_ALU_OR_MEM_bit]);
   assign mem_rstrb = state[EXECUTE_bit] & isLoad | state[FETCH_INSTR_bit];
   assign mem_wmask = {4{state[EXECUTE_bit] & isStore}} & STORE_wmask;
   assign aluWr = state[EXECUTE_bit] & isALU;
   wire jumpToPCplusImm = isJAL | (isBranch & predicate);
   wire needToWait = isLoad | isStore | isALU & funct3IsShift;
   always @(posedge clk) begin
      if(!reset) begin
         state      <= WAIT_ALU_OR_MEM;  
         PC         <= RESET_ADDR[ADDR_WIDTH-1:0];
      end else
      (* parallel_case *)
      case(1'b1)
        state[WAIT_INSTR_bit]: begin
           if(!mem_rbusy) begin  
              rs1 <= registerFile[mem_rdata[19:15]];
              rs2 <= registerFile[mem_rdata[24:20]];
              instr <= mem_rdata[31:2];  
              state <= EXECUTE;          
           end
        end
        state[EXECUTE_bit]: begin
           PC <= isJALR          ? {aluPlus[ADDR_WIDTH-1:1],1'b0} :
                 jumpToPCplusImm ? PCplusImm :
                 PCplus4;
           state <= needToWait ? WAIT_ALU_OR_MEM : FETCH_INSTR;
        end
        state[WAIT_ALU_OR_MEM_bit]: begin
           if(!aluBusy & !mem_rbusy & !mem_wbusy) state <= FETCH_INSTR;
        end
        default: begin  
          state <= WAIT_INSTR;
        end
      endcase
   end
   reg [31:0]  cycles;
   always @(posedge clk) cycles <= cycles + 1;
endmodule
[flow/run.sh]
#!/bin/bash
# OpenROAD 26Q1-2900-gdf79404cd8, Yosys 0.63+post, stock flow scripts
make -C /OpenROAD-flow-scripts/flow DESIGN_CONFIG=/design/flow/config.mk WORK_HOME=/design/flow/orfs finish
==> changes_impl.md <==
### Changed

* CP Launch Type: flip-flop
* Final worst-path cycle share at 0.698
* Synth cell types at 89
* Num CTS Buffers at 133
* Worst Path Required at 10.08 ns
* Clock Path Buffers at 3
* Area Overhead vs Synth at 14.6%
* Crit path from: instr[5]
* Largest area contributor in the netlist: edfxtp_1
* F_max at 114 MHz
* Chip area estimate from yosys synthesis at 0.0650 mm^2
* Synth Seq Share at 0.551
* Resize count post-CTS at 0
* # clock sinks at 1214
* I/O pin cnt at 105
* Min cycle time layout at 8.79 ns
* Remaining Overflow, GRT at 0
* Worst relative slew slack at 0.299
* Max-slew violations at 0
* RSZ-0062 raised after global routing: no
* Max FO, Critical Path at 15
* Worst skew pair latency at 0.81 ns
* Max Cap Violations at 0
* Largest type area fraction at 0.533
* Yosys reg bits at 1214
* Vias at 41300
* CP endpoint: mem_addr[22]
* Initial drt markers at 3920
* Fin Setup TNS at 0 ns
* Worst-Margin Slew at 1.04 ns
* Placer Congestion at 1.06
* Clk root buf: clkbuf_16
* YS warnings at 1
* R2R depth at 23
* Number of enable flip-flop cells at 1155
* Fin Clk Skew at 0.0531 ns
* Num rows at 170
* Worst-path clk slew at 0.07 ns
* Mapped cell area at 0.0650 mm^2
* Number of cells in Yosys stat at 4161
* Post-Syn Instances at 4161
* Asr flop ratio synth at 0
* Synth cell count leaders: 1155 x edfxtp_1, 641 x mux4_2, 242 x nand2_1
* Mean number of vias per cell at 5.69
* Worst reg2reg setup slack at 5.20 ns
* CTS tree: yes
* PwrDens at 119 mW/mm^2
* Status: finished, final reports clean
* Crit path DAT at 6.27 ns
* Die Span X at 468 um
* Routed WL at 223 mm
* Largest net degree at the start of global routing at 67
* Die Y-Extent at 468 um
* Vias in the first global route at 43400
* CTS Hold Buffers Added at 0
* Max VDD drop at 0.112 mV
* Overall power at 8.91 mW
* Per-cell routed wire length at 30.8 um
* Worst reg2reg endpoint: registerFile[4][30]
* Hold Startpoint: cycles[0]
* Setup violations, final at 0
* Share of layout cells above drive strength 1 at 0.277
* Count leader, synth: edfxtp_1
* Top cells, area: edfxtp_1 53%, mux4_2 22%, ha_1 2.8%
* DP HPWL at 152 mm
* Hold Crit Class: reg -> reg
* Remaining DRCs at 0
* DR pass1 iterations at 7
* First-pass GRT wire length at 318 mm
* Syn_area_per_cell at 15.6 um^2
* Post-CTS Setup Bufs at 0
* Final hold violation count at 0
* Total GRT Usage at 0.219
* Initial antenna violation count at 5
* CP Class: reg -> out
* Full die area at 0.219 mm^2
* Core area at 0.215 mm^2
* Port bufs at 96
* Dominant flop cell: edfxtp_1
* LEAKAGE at 24.6 nW
* R2R Path Start: instr[5]
* Log Warnings at 89
* H-tree depth at 4
* Fp_density at 0.302
* Crit. End Element: output pin
* Final ANT Viol Nets at 0
==> kinds of logic (layout without fill, tap and decap cells) <==
family | after synthesis | in the layout | synth area share
DFF | 1214 | 1214 | 0.551
muxes | 803 | 803 | 0.249
and+or+nand+nor | 745 | 745 | 0.0546
AOI/OAI and AO/OA | 690 | 690 | 0.0715
buffers and inverters | 419 | 630 | 0.0255
adders and majority gates | 148 | 148 | 0.0289
xor gates and xnor gates | 141 | 141 | 0.0190
other | 1 | 41 | 0.0000576
==> sequential cells by signal, summed over array words and instances (netlist names) <==
signal and count:
rs1 32, instr 30, state 4, aluShamt 5
rs2 32, cycles 32, registerFile 1024, aluReg 32
PC 23
==> area by class of cell <==
type                            instances  area [um^2]
Clock buffer                          159         3480
Timing Repair Buffer                  275         2320
Clock inverter                         81          851
Antenna cell                            1         2.50
Tap cell                             2838         3550
Fill cell                           20000       141000
Multi-Input combinational cell       2567        28000
Inverter                              115          432
Sequential cell                      1214        35900
==> cells in the final DEF (no fill, tap or decap), types with 19 or more instances in the layout <==
cell type	count
inv_1	114
o31ai_1	20
dfxtp_1	59
a211oi_1	19
buf_4	180
o211ai_1	37
mux4_2	641
a21oi_1	140
nor3_1	49
o21ai_0	178
a21o_1	56
nand2b_1	29
mux2i_1	51
edfxtp_1	1155
nor2b_1	20
clkinv_2	23
and2_1	22
a221o_1	21
a222oi_1	19
mux2_2	111
xnor2_1	96
conb_1	40
a22oi_1	20
clkbuf_1	22
ha_1	144
or3_1	20
clkbuf_16	134
nand2_1	242
xor2_1	45
clkinv_1	25
and3_1	28
nor2_1	149
clkdlybuf4s50_1	86
nor2_4	35
nand3_1	64
==> per-stage QoR <==
stage                     instances  setup slack [ns]  utilization  hold WS (ns)  cell area (um^2)
final                          7250              3.81        0.347         0.465             74500
after floorplan                4200              5.02            -         0.390             65200
after CTS                      7249              3.86        0.347         0.463             74500
after detailed placement       7009              4.81        0.326         0.453             70200
after global placement         7009              4.76        0.326         0.431             70200
after global routing           7249              3.55        0.347         0.486             74500
==> how the worst min path moves through the flow <==
stage                       end  slack (ns)  cells after the start
final                 cycles[0]        0.47                      1
after CTS             cycles[0]        0.46                      1
after global routing  cycles[0]        0.49                      1
==> critical path: stages, from the launching register on <==
cell	delay (ns)
edfxtp_1	0.74
mux2_2	0.41
ha_1	0.22
fa_2	0.39
a21o_1	0.17
a21oi_1	0.27
o21bai_1	0.10
a21oi_1	0.46
o21bai_1	0.27
a2111oi_0	0.51
nor2_1	0.17
a41o_1	0.30
or4_1	0.40
a31oi_1	0.23
xor2_1	0.11
o21ai_0	0.19
clkdlybuf4s50_1	0.49
==> layer usage <==
layer | vias up | GRT usage | share of wire | wire length (um)
met5 | - | 0.00220 | 0.00018 | 40
met4 | 6 | 0.0970 | 0.059 | 13100
met3 | 514 | 0.136 | 0.15 | 33200
met2 | 2708 | 0.327 | 0.46 | 103000
met1 | 20700 | 0.253 | 0.33 | 73600
li1 | 17300 | - | - | -
==> where the power goes <==
| part | internal [mW] | switching (mW) | total [mW] |
|---|---|---|---|
| combinational | 0.278 | 0.289 | 0.568 |
| clock | 2.24 | 1.67 | 3.91 |
| sequential | 4.40 | 0.0279 | 4.43 |
| total | 6.92 | 1.99 | 8.91 |
Power is estimated from default activity; no workload was simulated.
